`./config.mk`:
```
export PLATFORM = sky130hd
export DESIGN_NAME = Dynamic_Branch_Predict
export DESIGN_NICKNAME = Dynamic_Branch_Predict
export VERILOG_FILES = /design/flow/design.v
export SDC_FILE = /design/flow/constraint.sdc
export NUM_CORES = 4
export LEC_CHECK = 1
export CORE_AREA = 10 10 93 93
export DIE_AREA = 0 0 103 103
```
`./constraint.sdc`:
```
current_design Dynamic_Branch_Predict

set clk_period 13.9
set clk_io_pct 0.2

create_clock -name clk0 -period $clk_period [get_ports {clk}]

set non_clock_inputs [all_inputs -no_clocks]
set_input_delay [expr $clk_period * $clk_io_pct] -clock clk0 $non_clock_inputs
set_output_delay [expr $clk_period * $clk_io_pct] -clock clk0 [all_outputs]
```
`./design.v`:
```
module Dynamic_Branch_Predict(clk, pc_in, instr, pc_out, predict,PCSrc, final_PCSrc, predict_ID
                  ,branch_instr_ID  );
    input   clk, PCSrc;
    input   [31:0] instr, pc_in;
    output  reg [31:0] pc_out;
    output  reg predict, predict_ID, branch_instr_ID;
    output  reg [1:0] final_PCSrc;
    reg     [1:0] state, stateEX, next_state;
    reg     branch_instr;
    reg     jump_instr, wait_to_check, check;
    parameter TAKE = 2'b00;
    parameter WEAKLY_TAKE = 2'b01;
    parameter WEAKLY_NOTTAKE = 2'b10;
    parameter NOT_TAKE = 2'b11;
    initial 
    begin
      pc_out=0;
      state = WEAKLY_TAKE;
      stateEX = WEAKLY_TAKE;
      next_state = WEAKLY_TAKE;
      predict =0;
      branch_instr=0;
      jump_instr=0;
      wait_to_check =0;
      check=0;
      final_PCSrc =0;
      branch_instr_ID=0;
      predict_ID=0;
    end
    assign op = instr[31:26];
    always@(*)
    begin
        if((instr[31:26] == 6'd4 )| (instr[31:26] == 6'd7 )| (instr[31:26] == 6'd5))       
        begin   
            branch_instr=1;
            jump_instr=0;
        end
        else if(instr[31:26] == 6'd2)  
        begin    
            jump_instr=1;
            branch_instr=0;
        end
        else
        begin
            branch_instr=0;
            jump_instr=0;
        end
    end
    always@(*)
    begin
        if(branch_instr)
        begin   
            if(state == TAKE || state == WEAKLY_TAKE)
            begin
                pc_out = pc_in + $signed({instr[15:0],2'b00});
                predict = 1;
                wait_to_check=1;
            end
            else     
            begin
                predict=0;
                pc_out=pc_in;
                wait_to_check=1;
            end
        end
        else if(jump_instr)
        begin   
                pc_out = {instr[25:0],2'b00};
                predict = 1;
                wait_to_check=0;     
        end
        else
        begin
            pc_out = pc_in;
            predict=0;
            wait_to_check=0;
        end
    end   
    always@(negedge clk) 
    begin
        if((check))
        begin
            if(!PCSrc & (predict_ID))   
            begin
                final_PCSrc <= 2'b11;    
                wait_to_check<=0;
                next_state<=state+2'b01;
            end
            else if(PCSrc & predict_ID )      
            begin
                final_PCSrc <= 2'b00;
                wait_to_check <=0;
                next_state<=TAKE;
            end
            else if(PCSrc & !predict_ID)     
            begin
                final_PCSrc <= 2'b10;
                wait_to_check<=0;
                next_state<=state-2'b01;
            end
            else
            begin
                final_PCSrc <= 2'b00;
                wait_to_check<=0;
                next_state<=NOT_TAKE;
            end
        end
        else
        begin   
            final_PCSrc <= 2'b00;
        end
    end
    always@(posedge clk)
    begin
        check<=wait_to_check;
        predict_ID<=predict;
        branch_instr_ID<=branch_instr;
        state<=next_state;
    end
endmodule 
```
`./run.sh`:
```
#!/bin/bash
# OpenROAD 26Q1-2900-gdf79404cd8, Yosys 0.63+post, stock flow scripts
make -C /OpenROAD-flow-scripts/flow DESIGN_CONFIG=/design/flow/config.mk WORK_HOME=/design/flow/orfs finish
```
==> flow_summary.html <==
<h2>Synthesis and place &amp; route</h2>
<table>
<tr><th>Metric</th><th>Value</th></tr>
<tr><th colspan="2">Floorplan</th></tr>
<tr><td>Starting density of the core</td><td>about 25%</td></tr>
<tr><td>Cell row count</td><td>30</td></tr>
<tr><td>Horizontal die dimension</td><td>approximately 100 um</td></tr>
<tr><td>Count of boundary I/O pins</td><td>about 100</td></tr>
<tr><td>Chip area</td><td>approximately 11,000 um2</td></tr>
<tr><td>Placeable core region</td><td>6760 um2</td></tr>
<tr><td>Die extent in y</td><td>between 100 and 150 um</td></tr>
<tr><th colspan="2">Min path</th></tr>
<tr><td>Startpoint of the worst hold path</td><td>predict_ID</td></tr>
<tr><td>Class of the tightest hold or removal check</td><td>reg -&gt; out</td></tr>
<tr><th colspan="2">Final timing</th></tr>
<tr><td>Slew margin rel.</td><td>about three fifths</td></tr>
<tr><td>Setup repair after global routing missed its margin</td><td>false</td></tr>
<tr><td>Maximum achievable frequency</td><td>117 MHz</td></tr>
<tr><td>Hold violation total from the final report</td><td>0</td></tr>
<tr><td>Final-report setup violation count</td><td>0</td></tr>
<tr><td>Worst-Margin Slew</td><td>0.611 ns</td></tr>
<tr><td>Max Transition Viols Final</td><td>0</td></tr>
<tr><td>Tcrit/Tclk final</td><td>slightly above 60%</td></tr>
<tr><td>Setup TNS</td><td>0 ns</td></tr>
<tr><td>Min cycle time layout</td><td>between 8 and 9 ns</td></tr>
<tr><td>Hold Slack</td><td>3.66 ns</td></tr>
<tr><td>Fin worst setup slack</td><td>roughly 5.3 ns</td></tr>
<tr><th colspan="2">CTS</th></tr>
<tr><td>Clock-pin slew on the worst setup and hold paths</td><td>approximately 0.03 ns</td></tr>
<tr><td>Clock buffer count from CTS</td><td>3</td></tr>
<tr><td>Clk buf depth</td><td>2</td></tr>
<tr><td>CTS tree</td><td>done</td></tr>
<tr><td>CTS-repair resized insts</td><td>0</td></tr>
<tr><td>Post-cts hold-fix buffer tally</td><td>0</td></tr>
<tr><td>Number of clock sinks</td><td>2</td></tr>
<tr><td>Postcts setup bufs</td><td>0</td></tr>
<tr><td>Buffer cell driving the clock tree root</td><td>sky130_fd_sc_hd__clkbuf_8</td></tr>
<tr><td>Htree depth</td><td>1</td></tr>
<tr><th colspan="2">Global route</th></tr>
<tr><td>Total global routing overflow</td><td>0</td></tr>
<tr><td>Met1 track demand over resource</td><td>17.0%</td></tr>
<tr><td>Fraction of met3 tracks used by global routing</td><td>approximately 2.7%</td></tr>
<tr><td>Routing usage on met2</td><td>between 10% and 20%</td></tr>
<tr><td>Number of antenna violations at the first check in global routing</td><td>0</td></tr>
<tr><td>Layer with the highest usage</td><td>met2</td></tr>
<tr><td>Overall global routing resource usage</td><td>between 10% and 20%</td></tr>
<tr><td>Number of global-route vias before repair</td><td>around 2,200</td></tr>
<tr><td>Wire length of the first global-routing pass</td><td>between 10 and 15 mm</td></tr>
<tr><td>Largest net degree at the start of global routing</td><td>29</td></tr>
<tr><th colspan="2">Job</th></tr>
<tr><td>Number of max-cap violations</td><td>0</td></tr>
<tr><td>Number of warnings the tools reported</td><td>26</td></tr>
<tr><th colspan="2">Critical path</th></tr>
<tr><td>Highest fanout seen on the critical path</td><td>12</td></tr>
<tr><td>Delay of the slowest critical-path stage</td><td>approximately 0.44 ns</td></tr>
<tr><td>Critical path type</td><td>in -&gt; out</td></tr>
<tr><td>Critical Path Start Type</td><td>input port</td></tr>
<tr><td>Crit. End Element</td><td>output pin</td></tr>
<tr><td>Critical path launch point</td><td>instr[0]</td></tr>
<tr><td>Crit path top cell by count</td><td>sky130_fd_sc_hd__clkdlybuf4s50_1</td></tr>
<tr><td>Signal arrival time at the worst endpoint</td><td>just under 6 ns</td></tr>
<tr><td>Req. time, crit path</td><td>~11 ns</td></tr>
<tr><td>Cells traversed along the worst timing path</td><td>clkdlybuf4s50_1 &gt; ha_1 &gt; fa_1 &gt; a21oi_1 &gt; o22ai_2 &gt; o221ai_2 &gt; o21ai_2 &gt; nor4b_1 &gt; a221o_1 &gt; clkdlybuf4s50_1</td></tr>
<tr><td>Library cell contributing the largest single delay on the critical path</td><td>sky130_fd_sc_hd__clkdlybuf4s50_1</td></tr>
<tr><th colspan="2">Power and ir drop</th></tr>
<tr><td>Total design power</td><td>~120 uW</td></tr>
<tr><td>IR Drop Worst-Case VDD</td><td>19.2 uV</td></tr>
<tr><td>Power density cells</td><td>around 42 nW/um2</td></tr>
<tr><td>Leak</td><td>1.11 nW</td></tr>
<tr><th colspan="2">Detailed routing</th></tr>
<tr><td>DRC violation count after routing</td><td>0</td></tr>
<tr><td>Total antenna diodes in the routed design</td><td>0</td></tr>
<tr><td>Antenna Violating Nets Remaining</td><td>0</td></tr>
<tr><td>Violation count after the first detailed-routing iteration</td><td>between 70 and 80</td></tr>
<tr><td>Final routed wire length divided by cell count</td><td>between 15 and 20 um</td></tr>
<tr><td>Detailed-route via count</td><td>roughly 2,200</td></tr>
<tr><td>First-pass DRT Iterations</td><td>4</td></tr>
<tr><td>Via-per-instance ratio</td><td>5.29</td></tr>
<tr><td>Routed Wire Length</td><td>6.70 mm</td></tr>
<tr><th colspan="2">Synthesis</th></tr>
<tr><td>Yosys Instances</td><td>about 240</td></tr>
<tr><td>Main flop type after synthesis</td><td>sky130_fd_sc_hd__dfxtp_1</td></tr>
<tr><td>Yosys stat chip area</td><td>around 1700 um2</td></tr>
<tr><td>Most frequent cells after synthesis</td><td>24 x sky130_fd_sc_hd__nand2_1, 17 x sky130_fd_sc_hd__a22oi_1, 16 x sky130_fd_sc_hd__ha_1, 16 x sky130_fd_sc_hd__o21ai_1, 15 x sky130_fd_sc_hd__nand3_1</td></tr>
<tr><td>Seq/Total Area, Yosys</td><td>between 2 and 2.5%</td></tr>
<tr><td>Fraction of registers with async set or reset after synthesis</td><td>0%</td></tr>
<tr><td>Post-synthesis cell count</td><td>~240</td></tr>
<tr><td>Post-synthesis cell type with the largest combined area</td><td>sky130_fd_sc_hd__ha_1</td></tr>
<tr><td>Combined area of all synthesized cells</td><td>approximately 1700 um2</td></tr>
<tr><td>Count of unique library cells instantiated by Yosys</td><td>approximately 60</td></tr>
<tr><td>Number of enable-type register cells in the synthesized netlist</td><td>0</td></tr>
<tr><td>Top cell area share</td><td>between 10% and 20%</td></tr>
<tr><td>Post-synthesis area per instance</td><td>between 7 and 8 um2</td></tr>
<tr><td>Number of storage elements in the synthesis netlist</td><td>2</td></tr>
<tr><td>Yosys synthesis warning count</td><td>4</td></tr>
<tr><td>Cell types with the largest area share after synthesis</td><td>sky130_fd_sc_hd__ha_1 12%, sky130_fd_sc_hd__a22oi_1 7.4%, sky130_fd_sc_hd__nand2_1 5.3%</td></tr>
<tr><td>Most numerous cell in the Yosys netlist</td><td>sky130_fd_sc_hd__nand2_1</td></tr>
<tr><th colspan="2">Final layout</th></tr>
<tr><td>FILL cells</td><td>between 700 and 800</td></tr>
<tr><td>Core Util, Final</td><td>between 40% and 50%</td></tr>
<tr><td>Comb area</td><td>~1600 um2</td></tr>
<tr><td>Share of cells above drive strength 1</td><td>under 10%</td></tr>
<tr><td>Total area of sequential cells</td><td>~40 um2</td></tr>
<tr><td>Area growth, synth to finish</td><td>63.4%</td></tr>
<tr><th colspan="2">Outcome</th></tr>
<tr><td>Outcome</td><td>finished clean</td></tr>
<tr><th colspan="2">Placed design</th></tr>
<tr><td>Port-buffer cells</td><td>between 90 and 100</td></tr>
<tr><td>RD Place Congestion</td><td>around 0.8</td></tr>
<tr><td>Placement-stage worst setup slack</td><td>5.32 ns</td></tr>
<tr><td>Post-DP HPWL</td><td>approximately 5.3 mm</td></tr>
</table>
cell families after synthesis:
logic type / synth area share (%)
AND-OR/OR-AND: 42.5
XOR/XNOR: 5.62
adder cells (fa/ha/maj): 12.8
buffers and inverters: 5.77
flip-flops: 2.34
multiplexers: 3.58
other: 0.219
AND/OR/NAND/NOR: 27.2
cells in the final DEF (no fill, tap or decap), types with 7 or more instances in the layout:
master	instances
sky130_fd_sc_hd__nand3_1	15
sky130_fd_sc_hd__a22oi_1	17
sky130_fd_sc_hd__ha_1	16
sky130_fd_sc_hd__nand2_1	24
sky130_fd_sc_hd__a21oi_1	13
sky130_fd_sc_hd__o21ai_1	16
sky130_fd_sc_hd__clkdlybuf4s50_1	99
sky130_fd_sc_hd__xnor2_1	7
sky130_fd_sc_hd__o21ai_0	9
sky130_fd_sc_hd__nor2_1	9
final timing paths:
kind,depth (start not counted),to
max,10,pc_out[20]
min,1,predict_ID
sequential cells by signal, indices dropped and copies added, names as in the netlist:
register / cells
branch_instr_ID: 1
predict_ID: 1
routing by layer:
metal  wire length (um)  vias up
met3                534        0
met2               2870       78
li1                   -     1141
met5                  0        -
met1               3300      970
met4                  0        0
critical path: cells and delay by family:
kind / cells / cell delay, ns
simple gates: 1 / 0.21
fa+ha+maj: 2 / 0.66
compound gates: 5 / 1.26
buf+inv: 2 / 0.86
layout make-up:
class,instances,area share (%)
well taps,80,3.57
inverters,7,0.938
clock buffers,3,1.47
repair buffers,102,36.2
flip-flops and latches,2,1.43
multi-input cells,220,56.4
metrics by stage:
step / instance area [um2] / cells
after floorplan: 1720 / 243
final: 2800 / 414
after global placement: 2760 / 411
after detailed placement: 2760 / 411
after CTS: 2800 / 414
after global routing: 2800 / 414
power by group:
| part | internal (mW) | switching [mW] |
|---|---|---|
| Clock | 0.0183 | 0.00434 |
| Sequential | 0.00595 | 0.0000374 |
| Combinational | 0.0497 | 0.0393 |
| Total | 0.0740 | 0.0436 |
Power and IR drop assume default switching activity.
