===== /design/flow/design.v =====
module IDEX(clock,WB,M,EX,DataA,DataB,imm_value,RegRs,RegRt,RegRd,WBreg,Mreg,
            EXreg,DataAreg, DataBreg,imm_valuereg,RegRsreg,RegRtreg,RegRdreg, IDShamt, EXShamt);
    input clock;
    input [1:0] WB;
    input [2:0] M;
    input [3:0] EX;
    input [4:0] RegRs,RegRt,RegRd;
    input [31:0] DataA,DataB,imm_value;
    input   [4:0]   IDShamt;
    output [1:0] WBreg;
    output [2:0] Mreg;
    output [3:0] EXreg;
    output [4:0] RegRsreg,RegRtreg,RegRdreg;
    output [31:0] DataAreg,DataBreg,imm_valuereg;
    output  reg [4:0]   EXShamt;
    reg [1:0] WBreg;
    reg [2:0] Mreg;
    reg [3:0] EXreg;
    reg [31:0] DataAreg,DataBreg,imm_valuereg;
    reg [4:0] RegRsreg,RegRtreg,RegRdreg;
    initial 
    begin         
        WBreg = 0;
        Mreg = 0;
        EXreg = 0;
        DataAreg = 0;
        DataBreg = 0;
        imm_valuereg = 0;
        RegRsreg = 0;
        RegRtreg = 0;
        RegRdreg = 0;
        EXShamt=0;
    end          
    always@(posedge clock)     
    begin         
        WBreg <= WB;
        Mreg <= M;
        EXreg <= EX;
        DataAreg <= DataA;
        DataBreg <= DataB;
        imm_valuereg <= imm_value;
        RegRsreg <= RegRs;
        RegRtreg <= RegRt;
        RegRdreg <= RegRd;
        EXShamt <= IDShamt;
    end      
endmodule 

===== /design/flow/run.sh =====
#!/bin/bash
# OpenROAD 26Q1-2900-gdf79404cd8, Yosys 0.63+post, stock flow scripts
make -C /OpenROAD-flow-scripts/flow DESIGN_CONFIG=/design/flow/config.mk WORK_HOME=/design/flow/orfs finish

===== /design/flow/config.mk =====
export PLATFORM = sky130hd
export DESIGN_NAME = IDEX
export DESIGN_NICKNAME = IDEX
export VERILOG_FILES = /design/flow/design.v
export SDC_FILE = /design/flow/constraint.sdc
export NUM_CORES = 4
export LEC_CHECK = 1
export CORE_AREA = 10 10 133 133
export DIE_AREA = 0 0 143 143

===== /design/flow/constraint.sdc =====
current_design IDEX

set clk_period 1.0
set clk_io_pct 0.2

create_clock -name clk0 -period $clk_period [get_ports {clock}]

set non_clock_inputs [all_inputs -no_clocks]
set_input_delay [expr $clk_period * $clk_io_pct] -clock clk0 $non_clock_inputs
set_output_delay [expr $clk_period * $clk_io_pct] -clock clk0 [all_outputs]

==> flow_summary.toml <==
# yosys + openroad results
[detailed_routing]
drtIter0Drc = 21
first_pass_iters = 2
drc = 0
antenna-diode-count = 0
wl_per_cell_um = 14.7
wl_um = 8680
ant_nets = 0
vias = 1919
vias_per_cell = 3.25

[logic_synthesis]
avgSynthCellArea_um2 = 20.0
synth_async_sr_flop_share_pct = 0
common_cells = "dfxtp_1"
synth_flops = 125
synth.most_common_cell = "dfxtp_1"
adder_share_pct = 0
edf_count = 0
area_leaders = "dfxtp_1"
ys_area_um2 = 2500
syn_area_um2 = 2500
ff_type = "dfxtp_1"
synth_xor_xnor_area_share_pct = 0
yosys.cell_types.count = 1
syn_inst = 125
ys_warn_count = 1
ys_cells = 125
ys_sh_aoi_pct = 0
ys_seq_share_pct = 100
yosysTopAreaCell = "dfxtp_1"
simple_gate_share_pct = 0
post_synth_mux_area_share_pct = 0
top_area_share_pct = 100

[power]
p_leak_nw = 2.33
powerDensity_nw_per_um2 = 2300
ir_drop_v = 0.00170

[run]
warnings = 27
max_cap_viol_count = 0

[placement]
dpl.cell_count = 559
placed_cell_area_um2 = 5240
portBuffers = 250
globalplace.congestion = 0.715

[sta]
fmax_ghz = 0.967
finalHoldViolCount = 0
grt_setup_unrepaired = "yes"
post-route-min-period_ns = 1.03
setup_tns_ns = -0.321
maxSlewViolCount = 0
tightestPinTransition_ns = 0.175
setup_viol = 46
max_slew_margin_pct = 88.3
finalCritPeriodShare_pct = 103
finalWorstSetupSlack_ns = -0.0342

[global_route]
grt_pass1_wl_um = 12500
grt_max_degree = 17
overflow = 0
grt_pass1_vias = 2227
antenna_found_initial = 0
track_usage_pct = 8.02

[finish]
final_area_um2 = 5230
combGateArea_um2 = 0
utilization_pct = 35.6
regArea_um2 = 2520
area_growth_pct = 109
comb_cells = 0
final_cells = 591
drive_above_1_share_pct = 41.8
fill_cells = 1420

[floorplan]
die-area_um2 = 20400
ios = 251
die_y_um = 143
core_um2 = 14700
num_rows = 44
fp_util_pct = 17.0
dieWidth_um = 143

[critical_path]
worstSetupPathType = "reg2out"
crit_slowest_cell = "dfxtp_2"
cp_cell_sequence = "buf_2"
critical_path.max_stage_delay_ns = 0.32
required_ns = 0.80
cp-end-kind = "output pin"
cp-start-kind = "flop"
critPathTopFamily = "flip-flops"
critPathMaxFanout = 1
worstPathArrival_ns = 0.83
crit_buf_inv = 1

[cts]
clock-root-buffer = "clkbuf_16"
cts_sinks = 125
ctsHoldBuffers = 0
htreeDepth = 4
cts_tree = "yes"
clkSlewWorstSetupHoldPaths_ns = 0.06
clk_path_buf_depth = 2
post_cts_buffers = 0
numCtsBuffers = 17

[min_path]
hold_class = "in2reg"

[run_status]
status = "finished with violations"
violations = "setup timing"
-- worst paths after layout --
path,end,depth (start not counted),from
setup / recovery,imm_valuereg[19],1,imm_valuereg[19]$_DFF_P_
hold / removal,imm_valuereg[9]$_DFF_P_,1,imm_value[9]
-- layout by cell type, fill, tap and decap left out, types with 2 or more instances in the layout --
cell	count
clkdlybuf4s50_1	125
buf_2	123
dfxtp_1	112
clkbuf_16	17
dfxtp_2	13
inv_6	5
clkinv_2	3
bufinv_16	2
clkinvlp_4	2
clkinv_4	2
buf_6	2
-- through the flow --
stage / worst slack [ns] / total power (W) / hold WS (ns)
4_1_cts: -0.0654 / 0.0123 / 0.202
2_1_floorplan: 0.538 / 0.00535 / 0.228
3_3_place_gp: -0.0345 / 0.00639 / 0.649
6_report: -0.0342 / 0.0120 / 0.228
3_5_place_dp: -0.0307 / 0.00639 / 0.652
5_1_grt: -0.0804 / 0.0126 / 0.193
-- cell families (layout without fill, tap and decap cells) --
kind of cell / after synthesis / after routing
buffers and inverters: 0 / 282
DFF: 125 / 125
-- sequential cells by signal, summed over array words and instances (netlist names) --
signal	flops
DataAreg	32
DataBreg	32
EXShamt	5
EXreg	4
Mreg	3
RegRdreg	5
RegRsreg	5
RegRtreg	5
WBreg	2
imm_valuereg	32
-- final cells by class --
| cell class | count | area share [%] |
|---|---|---|
| tap | 184 | 4.41 |
| clock inverter | 15 | 3.11 |
| timing repair buffer | 250 | 36.2 |
| sequential | 125 | 48.2 |
| clock buffer | 17 | 8.14 |
-- where the power goes --
group | total (W) | internal, W | switching [W]
logic | 0.000700 | 0.000586 | 0.000114
registers | 0.00531 | 0.00525 | 0.0000533
clock network | 0.00600 | 0.00371 | 0.00229
total | 0.0120 | 0.00955 | 0.00246
-- per-layer routing --
layer	up-vias	global-route usage, %	wire [um]
met5	-	0	0
met2	152	12.4	3990
met1	830	7.11	2590
met3	6	8.55	1980
met4	0	1.36	119
li1	931	-	-
-- what timing repair did --
| action | 4_1_cts | 5_1_grt |
|---|---|---|
| setup endpoints to repair | 125 | 125 |
| pin swaps | 0 | 0 |
| resized | 405 | 6 |
No activity file was given, so power comes from the tool's default toggle rates.
