==> config.mk <==
export PLATFORM = sky130hd
export DESIGN_NAME = DATAMEM
export DESIGN_NICKNAME = DATAMEM
export VERILOG_FILES = /design/flow/design.v
export SDC_FILE = /design/flow/constraint.sdc
export NUM_CORES = 4
export LEC_CHECK = 1
export CORE_UTILIZATION = 50
export SYNTH_MEMORY_MAX_BITS = 65536
==> constraint.sdc <==
current_design DATAMEM

set clk_period 144.9
set clk_io_pct 0.2

create_clock -name clk0 -period $clk_period [get_ports {clock}]

set non_clock_inputs [all_inputs -no_clocks]
set_input_delay [expr $clk_period * $clk_io_pct] -clock clk0 $non_clock_inputs
set_output_delay [expr $clk_period * $clk_io_pct] -clock clk0 [all_outputs]
==> run.sh <==
#!/bin/bash
# OpenROAD 26Q1-2900-gdf79404cd8, Yosys 0.63+post, stock flow scripts
make -C /OpenROAD-flow-scripts/flow DESIGN_CONFIG=/design/flow/config.mk WORK_HOME=/design/flow/orfs finish
==> design.v <==
module DATAMEM(clock,MemWrite,MemRead,Addr_t,Wdata,Rdata);
    input clock;
    input [31:0] Addr_t,Wdata;
    input MemWrite,MemRead;
    output [31:0] Rdata;
    reg [31:0] Rdata, Addr, Addr_map;
    reg [31:0] datamem[511:0]; 
    always@(*)
    begin
        Addr = (Addr_t -32'h2000);
        Addr_map=Addr[31:2];
    end
    always@(posedge clock)     
        if(MemWrite)     
        begin       
            datamem[Addr_map]<=Wdata;
        end  
    always@(Addr,Wdata,MemWrite,MemRead)     
        if(MemRead)       
            Rdata <= datamem[Addr_map]; 
endmodule 
==> results.py <==
# Physical implementation metrics
metrics = {
    "run_status": {
        "status": "complete, but fails checks",
        "violations": "max-capacitance violations, max-slew violations",
    },
    "grt": {
        "grt_usage": 0.378,
        "grt_pass1_wl_um": 2820000,
        "grt_max_degree": 107,
        "use_met2": 0.482,
        "grt_pass1_vias": 339000,
        "overflow": 0,
        "met3_usage": 0.362,
        "use_met1": 0.407,
        "antenna_found_initial": 271,
        "grt.busiest_layer": "met2",
    },
    "timing": {
        "finalSetupTns_ps": 0,
        "period_minus_slack_ps": 32030,
        "setup_viol": 0,
        "slew_headroom": -0.0432,
        "finalCritPeriodShare": 0.221,
        "maxSlewViolCount": 2,
        "unclocked_pins": 32,
        "worstMarginPinSlew_ps": 1560,
        "untimed_endpoints": 64,
        "hold_violations": 0,
        "holdWs_ps": 27980,
        "rsz0062_at_grt": "no",
        "clock.fmax_mhz": 31.2,
    },
    "power": {
        "seqPwrFrac": 0.524,
        "power_switching_w": 0.00216,
        "leakagePower_nw": 224,
        "vdd_ir_drop_max_v": 0.0000114,
        "fin_total_pwr_w": 0.00997,
        "power.share.combinational": 0.053,
        "internal_power_w": 0.00781,
        "p_clk_frac": 0.423,
        "swShare": 0.217,
        "power_density_mw_per_mm2": 14.0,
    },
    "layout": {
        "areaGrowthSynthToFinish_pct": 14.0,
        "drive_gt1_frac": 0.272,
        "fin_area_mm2": 0.715,
        "fin_util": 0.571,
        "logic_area_mm2": 0.131,
        "regArea_mm2": 0.492,
        "nFillCells": 88400,
    },
    "synthesis": {
        "largest_area_cell": "edfxtp_1",
        "yosysUniqueCellTypes": 80,
        "ys_chip_area_mm2": 0.627,
        "ys_cells": 28600,
        "avgSynthCellArea_um2": 21.9,
        "yosysWarnings": 1,
        "top_cells_by_count": "edfxtp_1 (16,400), mux4_2 (3,354), mux2i_1 (1,597)",
        "syn_inst": 28600,
        "ff_type": "edfxtp_1",
        "async_flop_share": 0,
        "edf_count": 16400,
        "syn_area_mm2": 0.627,
        "yosysMostFrequentCell": "edfxtp_1",
        "yosysTopAreaCellShare": 0.785,
        "ys.flops": 16400,
        "topCellsByArea": "edfxtp_1 (78%), mux4_2 (12%), mux2i_1 (2.5%)",
    },
    "clock_network": {
        "htreeDepth": 7,
        "cts_max_path_buffers": 6,
        "cts_made_buffers": 1709,
        "cts_tree": "built",
        "post_cts_buffers": 0,
        "path_clk_slew_ps": 60,
        "cts-hold-fix-buffers": 0,
        "cts-root-buf": "clkbuf_16",
        "cts_resized": 0,
    },
    "worst_setup_path": {
        "crit_required_ps": 145870,
        "cp.arrival_ps": 33000,
        "crit_chain": "buf_8 > inv_2 > buf_4 > and3_1 > nand2_4 > buf_12 > buf_4 > nor2_4 > buf_4",
        "slowest_delay_ps": 550,
        "end_kind": "flop",
        "start_kind": "input port",
        "cp_max_fo": 22,
        "critPathSlowestCell": "nor2_4",
        "critPathKind": "input port to flop",
        "critPathMostFrequentCell": "buf_4",
    },
    "placed_design": {
        "dp_hpwl_um": 1340000,
        "placed_cell_area_mm2": 0.661,
        "numPortBuffers": 75,
        "gp_congestion": 1.04,
    },
    "floorplanning": {
        "num_rows": 411,
        "io_pins": 99,
        "initCoreUtil": 0.501,
        "die_h_um": 1120,
        "die_w_um": 1120,
        "core_area_mm2": 1.25,
        "dieArea_mm2": 1.26,
    },
    "job": {
        "tool_warnings": 58,
        "maxCapViolations": 1,
    },
    "route": {
        "viasPerCell": 6.41,
        "vias": 314000,
        "ant_nets": 0,
        "post_drt_wl_per_cell_um": 42.4,
        "drtPass1Iterations": 7,
        "drc": 0,
        "drtIter0Drc": 24700,
        "wirelength_um": 2080000,
    },
    "worst_hold_path": {
        "hp-class": "input port to flop",
    },
}
==> logic make-up (layout without fill, tap and decap cells) <==
family	after synthesis	after routing	synth area share
AND-OR/OR-AND	2880	2880	0.0318
AND/OR/NAND/NOR	2278	2278	0.0178
buffers and inverters	1763	5084	0.0139
latches	32	32	0.000766
other	0	446	0
multiplexers	5235	5235	0.151
flip-flops	16400	16400	0.785
==> sequential cells by signal, indices dropped and copies added, names as in the netlist <==
register and count:
datamem 16384, Rdata 32
==> final timing paths <==
check                 slack, ps  depth (start not counted)                         end      start
worst max-delay path     112870                          9   datamem[472][5]$_DFFE_PP_  Addr_t[4]
worst min-delay path      27980                          1  datamem[184][25]$_DFFE_PP_  Wdata[25]
==> area by class of cell <==
type	instances	area share
Timing Repair Buffer	2032	0.0223
Tap cell	16700	0.0293
Antenna cell	446	0.00156
Sequential cell	16400	0.689
Clock inverter	937	0.0117
Multi-Input combinational cell	10400	0.183
Clock buffer	2082	0.0624
Inverter	33	0.000205
==> per-layer routing <==
metal,share of wire,up-vias
met2,0.43,24800
met1,0.26,159000
met5,0.0086,-
li1,-,126000
met4,0.071,373
met3,0.23,4471
==> power groups by stage <==
stage	registers [W]	clock network, W	logic (W)
4_1_cts	0.00522	0.00426	0.000519
5_1_grt	0.00522	0.00444	0.000547
6_report	0.00522	0.00422	0.000530
==> stage by stage <==
step                      worst slack (ps)  cells
final                               112870  49100
after global routing                112870  49000
after CTS                           113080  48600
after detailed placement            111650  45600
after global placement              111730  45600
after floorplan                     112100  28600
==> placed cells by master, fill, tap and decap left out, types with 67 or more instances in the layout <==
| cell type | synthesis | routed |
|---|---|---|
| bufinv_16 | 0 | 151 |
| clkbuf_1 | 588 | 354 |
| a22oi_1 | 617 | 615 |
| a31oi_1 | 107 | 98 |
| buf_4 | 139 | 1932 |
| clkinv_1 | 1 | 410 |
| nand4_1 | 452 | 452 |
| nor2_1 | 609 | 83 |
| a211oi_1 | 152 | 148 |
| mux2i_1 | 1597 | 1577 |
| nand3_1 | 223 | 209 |
| diode_2 | 0 | 446 |
| a22o_1 | 243 | 243 |
| a21oi_1 | 448 | 429 |
| o211ai_1 | 67 | 67 |
| clkinv_2 | 0 | 285 |
| clkbuf_16 | 0 | 1728 |
| nand2_1 | 572 | 532 |
| edfxtp_1 | 16400 | 16400 |
| o22ai_1 | 425 | 420 |
| a221oi_1 | 151 | 151 |
| nor3_1 | 108 | 87 |
| o21ai_0 | 363 | 355 |
| mux2_2 | 284 | 284 |
| mux4_2 | 3354 | 3354 |
| nor2_4 | 1 | 520 |
==> worst max-delay path, delay by kind of cell <==
family	cells	cell delay, ps
simple gates	3	1600
buf+inv	6	2220
Power and IR drop assume default switching activity.
